==> ./design.v <==
module LCD_hello
(
	input clk,
	output reg [7:0] Din,  
	output reg RS, RW,
	output reg EN  
);
reg [2:0] a;  
reg [5:0] state, nextstate;
reg [23:0] count;
parameter init =3'b001;  
parameter up =3'b010;  
parameter clear =3'b011;  
parameter addr_incr =3'b100;  
parameter data_writing =3'b110;  
initial 
begin
	a=3'b000;
	state = init;
	nextstate = init;
	RW = 0; 
	RS=0; 
	EN = 0; 
end
always @(posedge clk)
begin 
state = nextstate;
	case (state)
		init: 
		begin
			EN = 1;
			Din = 8'b00111000;
			count = count + 1;
			if (count==10000000)
			begin
				EN = 0;
				count=0;
				nextstate = clear;
			end
			else 
				nextstate = state;
		end
		clear:
		begin
			EN = 1;
			Din = 8'b00000001;
			count = count + 1;
			if (count==10000000)
			begin
				EN = 0;
				count=0;
				nextstate = addr_incr;
			end
			else 
				nextstate = state;
		end
		addr_incr:
		begin
			EN = 1;
			Din = 8'b00000110;
			count = count + 1;
			if (count==10000000)
			begin
				EN = 0;
				count=0;
				nextstate = up;
			end
			else 
				nextstate = state;
		end
		up:
		begin
			EN = 1;
			Din = 8'b00001100;
			count = count + 1;
			if (count==10000000)
			begin
				EN = 0;
				count=0;
				nextstate = data_writing; 
			end
			else 
				nextstate = state;
		end
		data_writing:
		begin
			RS = 1;
			if (a==3'b000)
			begin
				EN = 1;
				Din = 8'b01001000;
				count = count + 1;
				if (count==10000000)
				begin
					EN = 0;
					count=0;
					a <= 3'b001;
				end
				else 
					nextstate = state;
			end	
			if (a==3'b001)
			begin
				EN = 1;
				Din = 8'b01100101;
				count = count + 1;
				if (count==10000000)
				begin
					EN = 0;
					count=0;
					a<=3'b010;
				end
				else 
					nextstate = state;			
			end
			if (a==3'b010)
			begin
				EN = 1;
				Din = 8'b01101001;
				count = count + 1;
				if (count==10000000)
				begin
					EN = 0;
					count=0;
					a<=3'b011;
				end
				else 
					nextstate = state;
			end
			if (a==3'b011)
			begin
				EN = 1;
				Din = 8'b00100001;
				count = count + 1;
				if (count==10000000)
				begin
					EN = 0;
					count=0;
					a<=3'b100; 
				end
				else 
					nextstate = state;
			end	
		end
	endcase;	
end
endmodule
==> ./run.sh <==
#!/bin/bash
# OpenROAD 26Q1-2900-gdf79404cd8, Yosys 0.63+post, stock flow scripts
make -C /OpenROAD-flow-scripts/flow DESIGN_CONFIG=/design/flow/config.mk WORK_HOME=/design/flow/orfs finish
==> ./config.mk <==
export PLATFORM = sky130hd
export DESIGN_NAME = LCD_hello
export DESIGN_NICKNAME = LCD_hello
export VERILOG_FILES = /design/flow/design.v
export SDC_FILE = /design/flow/constraint.sdc
export NUM_CORES = 4
export LEC_CHECK = 1
export CORE_UTILIZATION = 30
==> ./constraint.sdc <==
current_design LCD_hello

set clk_period 15.6
set clk_io_pct 0.2

create_clock -name clk0 -period $clk_period [get_ports {clk}]

set non_clock_inputs [all_inputs -no_clocks]
set_input_delay [expr $clk_period * $clk_io_pct] -clock clk0 $non_clock_inputs
set_output_delay [expr $clk_period * $clk_io_pct] -clock clk0 [all_outputs]
==> flow_summary.toml <==
# implementation run metrics
[grt]
overflow = 0
grt_first_pass_wirelength_um = 40520
grt_start_max_net_pins = 33
first_global_vias = 6878
gr-usage-all-layers = 0.2379
antenna_found_initial = 0

[synthesis]
ys_dominant_reg_cell = "sky130_fd_sc_hd__edfxtp_1"
ys_async_sr_fraction = 0
synth_area_per_cell_um2 = 7.184
synth_top_area_share = 0.1745
ranking_of_synthesized_cells_by_area = "sky130_fd_sc_hd__edfxtp_1, sky130_fd_sc_hd__xnor2_1, sky130_fd_sc_hd__nand2_1"
area_leader_netlist = "sky130_fd_sc_hd__edfxtp_1"
post_synth_most_frequent_cells = "sky130_fd_sc_hd__nand2_1, sky130_fd_sc_hd__nor2_1, sky130_fd_sc_hd__xnor2_1, sky130_fd_sc_hd__nor3_1, sky130_fd_sc_hd__a21oi_1"
yosys_register_bits = 39
syn-cell-area_mm2 = 0.006710
edf_count = 39
ys_area_mm2 = 0.006710
syn-instance-count = 934
yosys_cells = 934
yosysWarningCount = 1
yosysMostFrequentCell = "sky130_fd_sc_hd__nand2_1"
synthDistinctLibCells = 91
seq_area_frac_synth = 0.1745

[clocking]
post_cts_buffers = 0
cts.htree.levels = 2
cts.sinks = 39
cts_tree = "yes"
root_buffer = "sky130_fd_sc_hd__clkbuf_16"
cts_made_buffers = 5
post_cts_resized = 0
cts.path.max_buffers = 2
postCtsHoldBufs = 0
clkLatencyLatePin_ns = 0.28
worst_setup_hold_path_clk_slew_ns = 0.06

[worst_setup_path]
worst_path_largest_cell_delay_ns = 0.67
worst-endpoint-arrival_ns = 12.89
cpMostUsedCell = "sky130_fd_sc_hd__nand4_1"
rr_worst_depth = 46
crit_path_start_kind = "flip-flop"
cp_slowest_cell = "sky130_fd_sc_hd__or4b_1"
path_max_fanout = 15
r2r_start = "count[0]$_DFFE_PP_"
crit-reg2reg-capture = "count[10]$_DFFE_PP_"
timing_worst_setup_path_type = "flip-flop to flip-flop"
r2r_slack_ns = 2.72
crit_required_ns = 15.61
critPathCaptureType = "flip-flop"

[place]
numPlacedInstances = 1189
detailed_place_hpwl_um = 20990
place_congestion = 1.028
placement.cell_area_mm2 = 0.007068
port_buffers = 9

[power_and_ir_drop]
peakVddDrop_mv = 0.06735
pwrdens_mw_per_mm2 = 31.69
power_leakage_nw = 2.288

[timing]
final.period_utilization = 0.8254
finalClockSkew_ns = 0.003487
fmax_ghz = 0.07766
grt_setup_unrepaired = "false"
finalHoldViolCount = 0
finish_stage_setup_viols = 0
worst-slew-pin-transition_ns = 0.8215
holdWs_ns = 0.7729
finalSetupTns_ns = 0
slew_headroom = 0.4452
report.final.slew_viol_count = 0
layout_min_cycle_time_ns = 12.88

[finish]
drive_gt1_frac = 0.08179
area.sequential_mm2 = 0.001171
stdcell_count = 1197
design_area_mm2 = 0.007237
post-route-util = 0.3306
final-comb-area_mm2 = 0.005213
area_growth_synth_to_finish_pct = 7.850
filler_cell_count = 2353

[detailed_routing]
antenna_left = 0
drt_pre_antenna_iters = 7
routed_wire_length_per_instance_um = 21.91
drt_first_iter_violations = 723
post-route-drc-count = 0
detail_route.antenna_diodes = 0
routed_wl_um = 26230
routed-via-count = 7396
via_per_inst = 6.179

[die]
floorplan.core_util = 0.3065
io-pin-count = 12
fp.dieArea_mm2 = 0.02297
rows = 54
fp.coreArea_mm2 = 0.02189
dieHeight_um = 151.6
die_w_um = 151.6

[hold_path]
worst_hold_startpoint = "nextstate[1]$_DFFE_PP_"
worstHoldPathCells = 1
hold_class = "flip-flop to flip-flop"
worst_hold_path.endpoint = "Din[1]$_DFFE_PP_"

[run]
max_cap_violations = 0
stage_log_warnings = 25

[run_status]
outcome = "completed"
per-stage QoR:
step | total power, mW | setup WS [ns]
finish | 0.2293 | 2.723
detailed placement | 0.1158 | 3.135
global route | 0.2343 | 1.850
global placement | 0.1158 | 3.299
floorplan | 0.1161 | 5.226
CTS | 0.2310 | 3.069
worst max path at each step:
stage | from | endpoint | slack [ns] | cells past startpoint
4_1_cts | count[0]$_DFFE_PP_ | count[10]$_DFFE_PP_ | 3.07 | 46
5_1_grt | count[0]$_DFFE_PP_ | count[10]$_DFFE_PP_ | 1.85 | 46
6_report | count[0]$_DFFE_PP_ | count[10]$_DFFE_PP_ | 2.72 | 46
layout by cell type (no fill, tap or decap), types with 20 or more instances in the layout:
| cell | netlist | final |
|---|---|---|
| sky130_fd_sc_hd__xor2_1 | 38 | 38 |
| sky130_fd_sc_hd__nand3_1 | 38 | 38 |
| sky130_fd_sc_hd__nor4_1 | 35 | 35 |
| sky130_fd_sc_hd__buf_4 | 7 | 25 |
| sky130_fd_sc_hd__a21oi_1 | 53 | 52 |
| sky130_fd_sc_hd__nor3_1 | 55 | 53 |
| sky130_fd_sc_hd__nand2_1 | 98 | 98 |
| sky130_fd_sc_hd__edfxtp_1 | 39 | 39 |
| sky130_fd_sc_hd__nor2_1 | 84 | 84 |
| sky130_fd_sc_hd__and2_1 | 20 | 20 |
| sky130_fd_sc_hd__o21ai_0 | 48 | 48 |
| sky130_fd_sc_hd__xnor2_1 | 61 | 61 |
| sky130_fd_sc_hd__nand4_1 | 22 | 22 |
metal layers:
| layer | vias to the layer above | global-route usage | wire length (um) |
|---|---|---|---|
| met5 | - | 0 | 0 |
| met4 | 0 | 0.09455 | 1296 |
| met1 | 3517 | 0.3359 | 11660 |
| met3 | 81 | 0.04183 | 1807 |
| li1 | 3500 | - | - |
| met2 | 298 | 0.3626 | 11470 |
critical path, delay by kind of cell, from the launching register on:
kind	cells	cell delay [ns]
fa+ha+maj	4	1.12
xor+xnor	3	0.63
simple gates	23	6.70
flops	1	0.60
compound gates	15	3.44
buf+inv	1	0.07
layout make-up:
class / instances / area share
repair buffers: 34 / 0.03838
well taps: 280 / 0.04841
clock inverters: 3 / 0.006051
clock buffers: 5 / 0.01729
inverters: 15 / 0.007780
multi-input cells: 821 / 0.7203
flip-flops and latches: 39 / 0.1618
cells by family (layout without fill, tap and decap cells):
logic type                 count (synthesis)  count (layout)  share of synthesized area
DFF                                       39              39                     0.1745
and+or+nand+nor                          462             462                     0.3720
buffers and inverters                     75              57                    0.05128
muxes                                     11              11                    0.01660
xor gates and xnor gates                 100             100                     0.1329
other                                      2               3                   0.001119
AOI/OAI and AO/OA                        241             241                     0.2441
adders and majority gates                  4               4                   0.007459
report_power, final:
group          leakage (nW)  internal [mW]  switching (mW)
clock                0.0838         0.0753          0.0404
combinational          1.75              0       0.0000316
sequential            0.451          0.114               0
total                  2.29          0.189          0.0404
flip-flops by register name, indices dropped and copies added (netlist names):
| name | flops |
|---|---|
| Din | 7 |
| nextstate | 3 |
| a | 3 |
| EN | 1 |
| RS | 1 |
| count | 24 |
Power and IR drop assume default switching activity.
